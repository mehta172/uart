**/design/flow/design.v**
```verilog
`timescale 1ns / 1ps
module uart_tx(
    input wire i_tx_clk,
    input wire i_tx_rst,
    input wire i_start_bit,
    input wire [7:0] i_data_in,
    output reg o_tx_data_out,
    output reg o_tx_data_done,
    output reg o_tx_busy
);
    typedef enum logic [2:0] {
        S0_RESET_STATE  = 3'b000,
        S1_START_STATE  = 3'b001,
        S2_DATA_STATE   = 3'b010,
        S3_PARITY_STATE = 3'b011,
        S4_STOP_STATE   = 3'b100
    } state_t;
    state_t present_state, next_state;
    reg [7:0] temp_data;
    reg [2:0] bit_indx;
    wire [2:0] indx;
    assign indx = bit_indx;
    always @(posedge i_tx_clk or negedge i_tx_rst) begin
        if (!i_tx_rst) begin
            o_tx_data_out  <= 1'b1;
            o_tx_data_done <= 1'b0;
            o_tx_busy      <= 1'b0;
            bit_indx       <= 3'b0;
            temp_data      <= 8'b0;
        end
        else begin
            case (present_state)
                S0_RESET_STATE: begin
                    o_tx_data_out  <= 1'b1;
                    o_tx_data_done <= 1'b0;
                    o_tx_busy      <= 1'b0;
                    bit_indx       <= 3'b0;
                end
                S1_START_STATE: begin
                    o_tx_data_out  <= 1'b0;
                    o_tx_data_done <= 1'b0;
                    o_tx_busy      <= 1'b1;
                    if (i_start_bit) begin
                        temp_data <= i_data_in;
                    end
                end
                S2_DATA_STATE: begin
                    if (!(&bit_indx))
                        bit_indx <= bit_indx + 1'b1;
                end
                S3_PARITY_STATE: begin
                end
                S4_STOP_STATE: begin
                    o_tx_data_done <= 1'b1;
                    o_tx_busy      <= 1'b0;
                end
            endcase
        end
    end
    always @(*) begin
        next_state = present_state;
        case (present_state)
            S0_RESET_STATE:
                next_state = S1_START_STATE;
            S1_START_STATE:
                if (i_start_bit)
                    next_state = S2_DATA_STATE;
            S2_DATA_STATE:begin
                o_tx_data_out <= temp_data[bit_indx];
                if (&bit_indx)
                    next_state = S3_PARITY_STATE;
            end
            S3_PARITY_STATE:begin
                o_tx_data_out <= ^temp_data;
                next_state = S4_STOP_STATE;
            end
            S4_STOP_STATE:begin
                o_tx_data_out  <= 1'b1;
                next_state = S0_RESET_STATE;
            end
        endcase
    end
    always @(posedge i_tx_clk or negedge i_tx_rst) begin
        if (!i_tx_rst)
            present_state <= S0_RESET_STATE;
        else
            present_state <= next_state;
    end
endmodule
module uart_rx (
    input  wire        i_rx_clk,
    input  wire        i_rx_rst,
    input  wire        i_tx_rx_data,
    output reg  [7:0]  o_rx_data,
    output reg         o_rx_data_valid,
    output reg         o_rx_data_error,
    output reg         o_rx_busy
);
    typedef enum logic [2:0] {
        S_RESET  = 3'b000,
        S_START  = 3'b001,
        S_DATA   = 3'b010,
        S_PARITY = 3'b011,
        S_STOP   = 3'b100
    } state_t;
    state_t present_state, next_state;
    reg [7:0] temp_data;
    reg [2:0] bit_index;
    reg       parity_bit;
    always @(posedge i_rx_clk or negedge i_rx_rst) begin
        if (!i_rx_rst)
            present_state <= S_RESET;
        else
            present_state <= next_state;
    end
    always @(*) begin
        next_state = present_state;
        case (present_state)
            S_RESET:
                next_state = S_START;
            S_START:
                if (i_tx_rx_data == 1'b0)
                    next_state = S_DATA;
            S_DATA:
                if (bit_index == 3'd7)begin
                    next_state = S_PARITY;
                end
            S_PARITY: begin
                next_state = S_STOP;
            end
            S_STOP:
                next_state = S_RESET;
            default:
                next_state = S_RESET;
        endcase
    end
    always @(posedge i_rx_clk or negedge i_rx_rst) begin
        if (!i_rx_rst) begin
            temp_data        <= 8'b0;
            bit_index        <= 3'b0;
            o_rx_data        <= 8'b0;
            o_rx_data_valid  <= 1'b0;
            o_rx_data_error  <= 1'b0;
            o_rx_busy        <= 1'b0;
            parity_bit       <= 1'b0;
        end
        else begin
            o_rx_data_valid <= 1'b0;
            case (present_state)
                S_START: begin
                    o_rx_busy  <= 1'b1;
                    bit_index  <= 3'b0;
                    temp_data  <= 'h0;
                end
                S_DATA: begin
                    if(bit_index < 3'd7)begin
                        bit_index <= bit_index + 1'b1;
                        temp_data[bit_index] <= i_tx_rx_data;
                    end
                    if(bit_index == 3'd7)begin
                        temp_data[7] <= i_tx_rx_data;
                    end
                end
                S_PARITY: begin
                    parity_bit <= i_tx_rx_data;
                end
                S_STOP: begin
                    o_rx_busy <= 1'b0;
                    if (i_tx_rx_data == 1'b1) begin
                        o_rx_data       <= temp_data;
                        o_rx_data_valid <= 1'b1;
                        o_rx_data_error <= (parity_bit != ^temp_data);
                    end
                end
            endcase
        end
    end
endmodule
module baud_rate #(
    parameter clk_rate = 150000000,
    parameter Baud_rate = 9600
)(
    input i_clk,
    output reg o_tx_clk,
    output reg o_rx_clk
);
parameter Rate_tx = (clk_rate/Baud_rate);
parameter Rate_rx = (clk_rate/(Baud_rate));
parameter Rate_tx_cnt_width = $clog2(Rate_tx);
parameter Rate_rx_cnt_width = $clog2(Rate_rx);
reg [Rate_tx_cnt_width - 1: 0] tx_counter = 0;
reg [Rate_rx_cnt_width - 1: 0] rx_counter = 0;
initial begin
    o_tx_clk = 1'b0;
    o_rx_clk = 1'b0;
end
always@(posedge i_clk)begin
    if(tx_counter == Rate_tx[Rate_tx_cnt_width - 1: 0]) begin
        tx_counter <= 0;
        o_tx_clk <= ~o_tx_clk;
    end
    else begin
        tx_counter <= tx_counter + 1'b1;
    end
end
always@(posedge i_clk)begin
    if(rx_counter == Rate_rx[Rate_rx_cnt_width - 1: 0]) begin
        rx_counter <= 0;
        o_rx_clk <= ~o_rx_clk;
    end
    else begin
        rx_counter <= rx_counter + 1'b1;
    end
end
endmodule 
module uart_top(
    input wire i_clk,
    input wire i_top_rst,
    input wire i_top_start_bit,
    input wire [7:0] i_top_tx_data,
    output reg o_top_tx_data_done,
    output reg o_top_tx_busy,
    output reg  [7:0] o_data,
    output reg o_data_valid,
    output reg o_data_error,
    output reg o_top_rx_busy
    );
   wire w_top_tx_data;
   wire w_tx_clk;
   wire w_rx_clk;
   uart_tx DUT_Tx(.i_tx_clk(w_tx_clk),
               .i_tx_rst(i_top_rst),
               .i_start_bit(i_top_start_bit),
               .i_data_in(i_top_tx_data),
               .o_tx_data_out(w_top_tx_data),
               .o_tx_data_done(o_top_tx_data_done),
               .o_tx_busy(o_top_tx_busy)
            );
    uart_rx DUT_Rx(.i_rx_clk(w_rx_clk),
                .i_rx_rst(i_top_rst),
                .i_tx_rx_data(w_top_tx_data),
                .o_rx_data(o_data),
                .o_rx_data_valid(o_data_valid),
                .o_rx_data_error(o_data_error),
                .o_rx_busy(o_top_rx_busy)
    );
    baud_rate DUT_Baud(.i_clk(i_clk),
                  .o_tx_clk(w_tx_clk),
                  .o_rx_clk(w_rx_clk)
    );
endmodule
```
**/design/flow/run.sh**
```bash
#!/bin/bash
# OpenROAD 26Q1-2900-gdf79404cd8, Yosys 0.63+post, stock flow scripts
make -C /OpenROAD-flow-scripts/flow DESIGN_CONFIG=/design/flow/config.mk WORK_HOME=/design/flow/orfs finish
```
**/design/flow/config.mk**
```make
export PLATFORM = sky130hd
export DESIGN_NAME = uart_top
export DESIGN_NICKNAME = uart_top
export VERILOG_FILES = /design/flow/design.v
export SDC_FILE = /design/flow/constraint.sdc
export NUM_CORES = 4
export LEC_CHECK = 1
export CORE_UTILIZATION = 50
```
**/design/flow/constraint.sdc**
```tcl
current_design uart_top

set clk_period 4.0
set clk_io_pct 0.2

create_clock -name clk0 -period $clk_period [get_ports {i_clk}]

set non_clock_inputs [all_inputs -no_clocks]
set_input_delay [expr $clk_period * $clk_io_pct] -clock clk0 $non_clock_inputs
set_output_delay [expr $clk_period * $clk_io_pct] -clock clk0 [all_outputs]
```
==> impl_metrics.ini <==
; implementation run metrics
[status]
outcome = stopped before the end
stop_stage = synthesis (1_2_yosys)
firstError = ERROR: Found 1 problems in 'check -assert'.

[logic_synthesis]
yosys_most_used_dff = dfrtp_1
largest_area_cell = dfrtp_1
edf_count = 2
top_cells_by_count = 44 x dfrtp_1, 29 x nor2_1, 28 x dfxtp_1
yosysWarningCount = 3
numSynthFlops = 78
yosys_area_sq_um = 3364
async_flop_share_pct = 60.26
top_cell_area_share_pct = 32.73
yosysMostFrequentCell = dfrtp_1
yosys_cells = 308
synthTopCellsByArea = dfrtp_1 33%, dfxtp_1 17%, xnor2_1 7.0%, ha_1 3.7%, xor2_1 3.4%
ys_types = 47
[logic make-up after synthesis]
group | synth area share [%]
DFF | 53.51
buffers and inverters | 2.380
adders and majority gates | 3.719
xor gates and xnor gates | 10.41
latches | 0.4461
muxes | 7.140
and+or+nand+nor | 15.54
AOI/OAI and AO/OA | 6.843
